## ./config.mk

```make
export PLATFORM = sky130hd
export DESIGN_NAME = mac
export DESIGN_NICKNAME = mac
export VERILOG_FILES = /design/flow/design.v
export SDC_FILE = /design/flow/constraint.sdc
export NUM_CORES = 4
export LEC_CHECK = 1
export CORE_UTILIZATION = 40
export SYNTH_HDL_FRONTEND = slang
```

## ./constraint.sdc

```tcl
current_design mac

set clk_period 14.6
set clk_io_pct 0.2

create_clock -name clk0 -period $clk_period [get_ports {clk}]

set non_clock_inputs [all_inputs -no_clocks]
set_input_delay [expr $clk_period * $clk_io_pct] -clock clk0 $non_clock_inputs
set_output_delay [expr $clk_period * $clk_io_pct] -clock clk0 [all_outputs]
```

## ./design.v

```verilog
`timescale 1ns/1ps
module mac #(parameter D_WD = 32) (
	input clk,     
	input en,
	input rst_n,   
	input [D_WD-1:0] A, B,
	output [D_WD*2-1:0] out
);
reg [D_WD*2-1:0] acc;
always_ff @(posedge clk or negedge rst_n) begin
	if(~rst_n) begin
		acc <= 0;
	end else begin
		if (en) begin
			acc <= acc + ({{D_WD{1'b0}},A})*({{D_WD{1'b0}},B});
		end else begin 
			acc <= acc;
		end
	end
end
assign out = acc;
endmodule
```

## ./run.sh

```bash
#!/bin/bash
# OpenROAD 26Q1-2900-gdf79404cd8, Yosys 0.63+post, stock flow scripts
make -C /OpenROAD-flow-scripts/flow DESIGN_CONFIG=/design/flow/config.mk WORK_HOME=/design/flow/orfs finish
```

==> Flow_metrics.wiki <==
=== Synthesis and place and route ===
{| class="wikitable"
! Metric !! Value
|-
| Filler cell count in the final layout || ~9,000
|-
| Final design utilization || between 40% and 50%
|-
| Result of the run || complete, no violations
|-
| Total track usage || between 20% and 30%
|-
| Chip Area || between 90,000 and 100,000 um^2
|-
| Root Driver || sky130_fd_sc_hd__clkbuf_16
|-
| Gpl congestion || ~1
|-
| Count of flip-flops with a built-in enable after synthesis || 0
|-
| Die outline width || ~310 um
|-
| Clock tree from TritonCTS || built
|-
| Residual DRC || 0
|-
| Antenna Violating Nets Remaining || 0
|-
| Total Negative Setup Slacks || 0 ns
|-
| H-Tree Depth || 3
|-
| Maximum number of pins on one net before global-route repair || ~65
|-
| Number of standard-cell rows in the floorplan || between 100 and 150
|-
| CTS sink cnt || around 64
|-
| Wire length of the first global-routing pass || 168,000 um
|-
| Dominant synthesized flop cell || sky130_fd_sc_hd__dfrtp_1
|-
| Post-CTS clock slew at the launch and capture registers of the worst setup and hold paths || approximately 0.060 ns
|-
| Worst skew pair latency || between 0.3 and 0.4 ns
|-
| Number of setup buffers added after CTS || 0
|-
| Layer with the highest usage || met2
|-
| CP Class || input pin to flop
|-
| Core Region || just over 90,000 um^2
|-
| Average detailed-routed wire length per instance || between 15 and 20 um
|-
| Endpoints failing hold || 0
|-
| Peak clock frequency supported by timing || approximately 90 MHz
|-
| Post-synthesis instance area || approximately 37,000 um^2
|-
| Layout overhead on the synthesized area || 7.37%
|-
| FFs w/ async S/R, synth || around 100%
|-
| Endpoint class of the critical path || flop
|-
| Die Span Y || 306 um
|-
| Met3 Use GR || between 10% and 20%
|-
| Number of setup violations in the final report || 0
|-
| Largest fanout on the critical path || 32
|-
| Wirelength, routed || between 100,000 and 150,000 um
|-
| Antenna diodes || 0
|-
| Minimum clock period || between 10 and 15 ns
|-
| Top area cells in the synthesized netlist || sky130_fd_sc_hd__fa_1 (52%), sky130_fd_sc_hd__inv_1 (11%), sky130_fd_sc_hd__ha_1 (8.2%), sky130_fd_sc_hd__and2_1 (7.9%), sky130_fd_sc_hd__nand2_1 (6.6%)
|-
| Maximum root-to-sink buffer count || 2
|-
| Layout cell share with drive strength beyond 1 || a little under 3%
|-
| Global-route met2 utilization || between 30% and 40%
|-
| Number of flip-flops under the largest register name || ~64
|-
| RSZ-0062 raised after global routing || false
|-
| HPWL reported at the end of detailed placement || roughly 81,000 um
|-
| Final period util || about 74%
|-
| Type of element launching the critical path || input pin
|-
| Warning count from the yosys run || 0
|-
| Hold-fix buffer count after cts || 0
|-
| Worst slew margin relative to its limit || 53.2%
|-
| Top cell type's share of synthesized area || about 52%
|-
| Effective utilization at floorplan || around two fifths
|-
| Overflow after GRT || 0
|-
| Dominant cell type by area after synthesis || sky130_fd_sc_hd__fa_1
|-
| Flip-flop and latch count after synthesis || around 64
|-
| Inserted Clock Buffers || 9
|-
| Post-Route Hold Slack || about 0.55 ns
|-
| Detailed-routing iteration count for the pre-antenna-repair pass || 5
|-
| Synthesized area per cell || ~9 um^2
|-
| Logic area || about 31,000 um^2
|-
| Leading cell type by number of instances after synthesis || sky130_fd_sc_hd__inv_1
|-
| Global routing met1 resource utilization || a little over a third
|-
| Max Cap Viol || 0
|-
| Arrival time worst endpoint || roughly 11 ns
|-
| Yosys cell count || between 4,000 and 5,000
|-
| Worst min-delay path category || flop to flop
|-
| Top cells by count, synth || sky130_fd_sc_hd__inv_1 (1,046), sky130_fd_sc_hd__fa_1 (959), sky130_fd_sc_hd__nand2_1 (649)
|-
| Number of antenna violations at the first check in global routing || 2
|-
| Unique cell type count in the Yosys netlist || 71
|-
| Average vias per placed instance || between 5 and 6
|-
| 1st-iter DRT viols || between 1,000 and 1,500
|-
| Proportion of synthesized chip area in sequential cells || about 4.3%
|-
| Sequential cell area || roughly 1600 um^2
|-
| Transition time at the pin with the least slew margin || roughly 0.7 ns
|-
| Port Buf Inserts || around 130
|-
| Stage-log warning count || 25
|-
| Worst EP required || ~15 ns
|-
| Vias after detailed routing || 26,600
|-
| Post-synthesis chip area from yosys || approximately 37,000 um^2
|-
| Number of I/O pins || ~130
|-
| Cell count after synthesis || 4,104
|-
| Count of pins over their slew limit || 0
|-
| Final clock skew || about 0.018 ns
|-
| Vias in the first global route || ~30,000
|-
| Resize count post-CTS || 0
|}
-- layout by cell type, fill, tap and decap left out, types with 17 or more instances in the layout --
| master | synthesis | routed |
|---|---|---|
| sky130_fd_sc_hd__xnor2_1 | 30 | 30 |
| sky130_fd_sc_hd__nand4_1 | 17 | 17 |
| sky130_fd_sc_hd__nor2_1 | 45 | 45 |
| sky130_fd_sc_hd__nand2_1 | 649 | 649 |
| sky130_fd_sc_hd__a21oi_1 | 79 | 79 |
| sky130_fd_sc_hd__a21o_1 | 35 | 35 |
| sky130_fd_sc_hd__buf_4 | 0 | 68 |
| sky130_fd_sc_hd__nand3_1 | 17 | 17 |
| sky130_fd_sc_hd__o21ai_1 | 20 | 20 |
| sky130_fd_sc_hd__fa_1 | 959 | 959 |
| sky130_fd_sc_hd__and2_1 | 470 | 470 |
| sky130_fd_sc_hd__o21ai_0 | 51 | 51 |
| sky130_fd_sc_hd__xor2_1 | 25 | 25 |
| sky130_fd_sc_hd__inv_1 | 1046 | 1046 |
| sky130_fd_sc_hd__dfrtp_1 | 64 | 64 |
| sky130_fd_sc_hd__ha_1 | 243 | 243 |
| sky130_fd_sc_hd__clkdlybuf4s50_1 | 0 | 128 |
-- area by class of cell --
cell class,instances,area share [%]
flip-flops and latches,64,4.02
multi-input cells,2772,77.1
clock buffers,10,0.575
inverters,1048,9.88
clock inverters,6,0.151
repair buffers,196,4.50
well taps,1186,3.73
-- final timing paths --
path                              start      end  slack [ns]  depth (start not counted)
max in group asynchronous         rst_n   out[4]       11.16                          2
worst max register to register  out[23]  out[48]        6.83                         24
worst max-delay path              A[23]  out[48]        3.72                         26
worst min-delay path             out[0]   out[0]        0.55                          1
worst min register to register   out[0]   out[0]        0.55                          1
min in group asynchronous         rst_n  out[51]        2.53                          1
-- through the flow --
step / worst slack (ns) / area, um^2 / instances
floorplan: 4.71 / 37100 / 4104
global placement: 3.45 / 39500 / 5266
detailed placement: 3.41 / 39500 / 5266
CTS: 3.78 / 39800 / 5282
global route: 3.36 / 39800 / 5282
finish: 3.72 / 39800 / 5282
-- kinds of logic (layout without fill, tap and decap cells) --
family	after synthesis	after routing	synth area share, %
compound gates	262	262	4.71
fa+ha+maj	1202	1202	60.0
simple gates	1229	1229	16.1
mux	24	24	0.736
buf+inv	1268	1260	12.9
flops	64	64	4.32
xor+xnor	55	55	1.30
-- worst max-delay path, stage by stage --
cell                              delay (ns)
sky130_fd_sc_hd__clkdlybuf4s50_1        0.45
sky130_fd_sc_hd__buf_4                  0.44
sky130_fd_sc_hd__nand2_1                0.17
sky130_fd_sc_hd__fa_1                   0.53
sky130_fd_sc_hd__fa_1                   0.54
sky130_fd_sc_hd__inv_1                  0.05
sky130_fd_sc_hd__fa_1                   0.51
sky130_fd_sc_hd__inv_1                  0.07
sky130_fd_sc_hd__fa_1                   0.52
sky130_fd_sc_hd__inv_1                  0.05
sky130_fd_sc_hd__fa_1                   0.47
sky130_fd_sc_hd__fa_1                   0.51
sky130_fd_sc_hd__fa_1                   0.56
sky130_fd_sc_hd__inv_1                  0.07
sky130_fd_sc_hd__fa_1                   0.48
sky130_fd_sc_hd__inv_1                  0.05
sky130_fd_sc_hd__ha_1                   0.46
sky130_fd_sc_hd__nand2_1                0.10
sky130_fd_sc_hd__nor2_1                 0.20
sky130_fd_sc_hd__nand3_1                0.14
sky130_fd_sc_hd__or4_1                  0.54
sky130_fd_sc_hd__o32ai_2                0.38
sky130_fd_sc_hd__o21a_1                 0.32
sky130_fd_sc_hd__a41oi_2                0.14
sky130_fd_sc_hd__xnor2_1                0.15
sky130_fd_sc_hd__mux2_2                 0.27
-- routing by layer --
metal | part of all wire (%) | vias up
li1 | - | 11700
met1 | 42 | 13600
met2 | 45 | 1126
met3 | 11 | 131
met4 | 2.0 | 2
met5 | 0.016 | -

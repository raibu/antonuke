<file path="run.sh">
#!/bin/bash
# OpenROAD 26Q1-2900-gdf79404cd8, Yosys 0.63+post, stock flow scripts
make -C /OpenROAD-flow-scripts/flow DESIGN_CONFIG=/design/flow/config.mk WORK_HOME=/design/flow/orfs finish
</file>
<file path="config.mk">
export PLATFORM = sky130hd
export DESIGN_NAME = lab4_1
export DESIGN_NICKNAME = lab4_1
export VERILOG_FILES = /design/flow/design.v
export SDC_FILE = /design/flow/constraint.sdc
export NUM_CORES = 4
export LEC_CHECK = 1
export CORE_UTILIZATION = 50
export SYNTH_HDL_FRONTEND = slang
</file>
<file path="constraint.sdc">
current_design lab4_1

set clk_period 2.3
set clk_io_pct 0.2

create_clock -name clk0 -period $clk_period [get_ports {clk}]

set non_clock_inputs [all_inputs -no_clocks]
set_input_delay [expr $clk_period * $clk_io_pct] -clock clk0 $non_clock_inputs
set_output_delay [expr $clk_period * $clk_io_pct] -clock clk0 [all_outputs]
</file>
<file path="design.v">
`timescale 1ns/1ps
module lab4_1(clk, we, addr, wd, rd);
	input wire clk, we;
	input wire [7:0] addr, wd;
	output wire [7:0] rd;
	parameter capacity = 16;
	localparam addr_width = $clog2(capacity);
	wire [addr_width-1:0] addr_stripped = addr[0+:addr_width];
	logic [7:0] RAM [capacity-1:0];
	integer i;
	initial begin 
		for (i = 0; i < capacity; i=i+1) begin
			RAM[i]='0;
		end
	end
	always @(posedge clk)
		if (we) RAM[addr_stripped] <= wd;
	assign rd = RAM[addr_stripped];
endmodule
module lab4_2(clk, en, rst, dc, out);
input           clk;
input   		en, rst;
input   [3:0] 	dc;
output   		out;
reg     [3:0]   cnt_ff;
always @(posedge clk, negedge rst) begin 
	if(!rst) cnt_ff<=0;
	else if(en) cnt_ff <= cnt_ff + 1'b1;
end
assign out = (cnt_ff < dc);
endmodule
</file>
==> run summary <==
instance area at placement: 5500 um^2
number of warning messages in the logs: 30
deepest level of the CTS H-tree: 4
CTS buffer count: 17
GR Overflow Total: 0
share of power burned in combinational logic: 5.8%
Unique masters post-synth: 17
startpoint kind of the worst setup timing path: input port
routed len/inst: 21.6 um
Max VDD drop: 0.428 mV
minimum clock period after layout: 2240 ps
placed cell count: 392
start point of the worst min-delay path: addr[0]
synthesized instance count: 222
Max clock buf depth: 2
total core area: 9370 um^2
Antenna diodes: 0
overall die width: 101 um
sequential element share of the synthesized area: 78.3%
GPL Wtd Cong: 0.840
RSZ-0062 raised after global routing: true
post-CTS setup buffer count: 0
critical path data required time: 1840 ps
final setup TNS: 0 ps
# Max-Cap Violations: 0
Tightest Pin Transition: 651 ps
Root Buffer: sky130_fd_sc_hd__clkbuf_8
worst min-delay path class: in2reg
Top cell excl fill/tap: sky130_fd_sc_hd__edfxtp_1
vias: 2424
post-synthesis chip area from yosys: 4910 um^2
Warnings, synthesis: 0
combined area of all synthesized cells: 4910 um^2
net switching share of the total power: 19.6%
critical path class: in2out
critical path data arrival time: 1780 ps
count of boundary I/O pins: 26
post-detailed-route via-to-cell ratio: 5.69
cell row count: 35
ys cells: 222
net load switching power: 0.00104 W
Critical Path End Type: output port
wire length reported by the detailed router: 9220 um
via count of the first global-routing pass: 2725
final std cells w/o fill: 426
area added between synthesis and finish: 24.8%
clock transition at the registers of the reported paths: 60 ps
static leakage: 2.02 nW
leading area contributor after synthesis: sky130_fd_sc_hd__edfxtp_1
post-route design area: 6120 um^2
final antenna-violating net count: 0
cell area power density: 872 nW/um^2
Init Core Util: 52.4%
drt drc: 0
peak fanout along the critical path: 10
global router's overall resource usage: 22.2%
Die Ht: 101 um
Power Internal: 0.00430 W
sequential fraction of design power: 49.2%
Detailed Place HPWL: 6130 um
mean instance size in the synthesized netlist: 22.1 um^2
outcome: finished clean
pin count of the biggest net entering global routing: 17
global-route wire length before repair: 14400 um
max reg flops: 128
Largest Register: RAM
total setup violations reported at the end of the flow: 0
Top cells by area: sky130_fd_sc_hd__edfxtp_1, sky130_fd_sc_hd__mux4_2, sky130_fd_sc_hd__a22oi_1
cell depth of the worst min-delay path: 4
port buffer count: 21
die area: 10200 um^2
layout filler cell count: 623
Yosys reg bits: 128
TritonCTS clock tree: yes
Final Slew Violations: 0
commonest non-fill, non-tap cells in the layout: sky130_fd_sc_hd__edfxtp_1, sky130_fd_sc_hd__mux4_2, sky130_fd_sc_hd__buf_4
number of antenna violations at the first check in global routing: 0
area fraction of the dominant cell type after synthesis: 78.3%
Hold Path End: RAM[4][2]
first drt pass iteration count: 4
layout cell share with drive strength beyond 1: 39.4%
clock net sink count: 128
clock group share of total power: 44.9%
biggest regs: RAM: 128 flops
Fin. Hold Viols: 0
count of routing violations after the opening detailed-route iteration: 87
achievable clock frequency: 447 MHz
worst-case headroom to the max-slew limit: 56.5%
final cycle utilization of the critical path: 97.3%
synth_stat cells:
cell                       instances
sky130_fd_sc_hd__a22oi_1          16
sky130_fd_sc_hd__and2_1            1
sky130_fd_sc_hd__buf_1             4
sky130_fd_sc_hd__buf_2             2
sky130_fd_sc_hd__buf_6             2
sky130_fd_sc_hd__clkbuf_1          2
sky130_fd_sc_hd__clkbuf_2          1
sky130_fd_sc_hd__edfxtp_1        128
sky130_fd_sc_hd__mux4_2           32
sky130_fd_sc_hd__nand2_1           9
sky130_fd_sc_hd__nand2b_1          2
sky130_fd_sc_hd__nand3_1           1
sky130_fd_sc_hd__nand3b_1          2
sky130_fd_sc_hd__nor2_1           13
sky130_fd_sc_hd__nor2b_1           2
sky130_fd_sc_hd__nor3_1            4
sky130_fd_sc_hd__or3b_2            1
worst max-delay path: stages:
cell	delay, ps
sky130_fd_sc_hd__buf_4	170
sky130_fd_sc_hd__buf_12	180
sky130_fd_sc_hd__mux4_2	520
sky130_fd_sc_hd__a22oi_2	190
sky130_fd_sc_hd__nand2_1	90
sky130_fd_sc_hd__clkdlybuf4s15_1	170
power groups by stage:
stage / clock network [W] / registers (W) / logic (W)
after CTS: 0.00242 / 0.00263 / 0.000320
final: 0.00240 / 0.00263 / 0.000311
after global routing: 0.00254 / 0.00263 / 0.000338
cell families (layout without fill, tap and decap cells):
family / after synthesis / after routing / synth area share [%]
DFF: 128 / 128 / 78.3
and+or+nand+nor: 35 / 35 / 3.31
muxes: 32 / 32 / 14.7
AOI/OAI and AO/OA: 16 / 16 / 2.45
buffers and inverters: 11 / 86 / 1.22
final cells by class:
| cell class | count | area [um^2] | share of cell area, % |
|---|---|---|---|
| repair buffers | 54 | 498 | 8.13 |
| flip-flops and latches | 128 | 3840 | 62.8 |
| well taps | 129 | 161 | 2.64 |
| clock inverters | 12 | 119 | 1.94 |
| multi-input cells | 83 | 1080 | 17.6 |
| clock buffers | 20 | 425 | 6.95 |
stage by stage:
| step | worst slack [ps] | hold WS (ps) | total power, W | util [%] |
|---|---|---|---|---|
| global placement | -494 | 1180 | 0.00296 | 58.7 |
| finish | 62.0 | 702 | 0.00534 | 65.3 |
| detailed placement | -529 | 1190 | 0.00298 | 58.7 |
| CTS | 1.74 | 694 | 0.00537 | 65.6 |
| floorplan | 347 | 559 | 0.00281 | - |
| global route | -43.6 | 714 | 0.00551 | 65.3 |
routing by layer:
layer,global-route usage (%),up-vias,routed length (um)
met5,0,-,0
met4,2.23,0,143
met3,14.7,16,1250
met2,32.5,140,4450
met1,32.7,1202,3380
li1,-,1066,-
worst max-delay path by stage:
stage | startpoint | end | slack [ps] | cells after the start
final | addr[0] | rd[5] | 60 | 6
after global routing | RAM[3][5] | rd[5] | -40 | 4
after CTS | RAM[0][7] | rd[7] | 2 | 4
what timing repair did:
action | in CTS | in global routing
endpoints found under the setup margin | 8 | 6
gates cloned | 2 | 0
pin swaps | 17 | 5
hold buffers | 0 | 0
gates resized | 44 | 6
Power and IR drop assume default switching activity.

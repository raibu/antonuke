===== flow/constraint.sdc =====
current_design mf_alu

set clk_period 1.0
set clk_io_pct 0.2

create_clock -name clk0 -period $clk_period [get_ports {clk}]

set non_clock_inputs [all_inputs -no_clocks]
set_input_delay [expr $clk_period * $clk_io_pct] -clock clk0 $non_clock_inputs
set_output_delay [expr $clk_period * $clk_io_pct] -clock clk0 [all_outputs]

===== flow/run.sh =====
#!/bin/bash
# OpenROAD 26Q1-2900-gdf79404cd8, Yosys 0.63+post, stock flow scripts
make -C /OpenROAD-flow-scripts/flow DESIGN_CONFIG=/design/flow/config.mk WORK_HOME=/design/flow/orfs finish

===== flow/config.mk =====
export PLATFORM = sky130hd
export DESIGN_NAME = mf_alu
export DESIGN_NICKNAME = mf_alu
export VERILOG_FILES = /design/flow/design.v
export SDC_FILE = /design/flow/constraint.sdc
export NUM_CORES = 4
export LEC_CHECK = 1
export CORE_UTILIZATION = 40
export SYNTH_HDL_FRONTEND = slang

===== flow/design.v =====
`timescale 1ns/1ps
module mf_alu #(parameter WIDTH = 16) (
    input clk,     
    input rst_n,   
    input signed [WIDTH-1:0] a1, a2, b1, b2,
    input op, is_complex, use_cop,
    output logic signed [WIDTH-1:0] out1, out2
);
    wire signed [WIDTH-1:0] res1_add, res2_add;  
    wire signed [WIDTH-1:0] res1_cop, res2_cop;  
    arithm #(WIDTH) ar1(clk, rst_n, a1, a2, b1, b2, op, res1_add, res2_add);
    coproc #(WIDTH) cop(clk, rst_n, a1, a2, b1, b2, op, is_complex, res1_cop, res2_cop);
    assign out1 = use_cop ? res1_cop : res1_add;
    assign out2 = use_cop ? res2_cop : res2_add;
endmodule
module arithm #(parameter WIDTH = 16) (
    input clk,     
    input rst_n,   
    input signed [WIDTH-1:0] a1, a2, b1, b2,
    input addsub,
    output logic signed [WIDTH-1:0] out1, out2
);
    reg signed [WIDTH-1:0] res1, res2; 
    assign res1 = addsub ? (a1-a2) : (a1+a2);
    assign res2 = addsub ? (b1-b2) : (b1+b2);
    always_ff @(posedge clk or negedge rst_n) begin
        if(~rst_n) begin
            {out2, out1} <= '0;
        end else begin
            out1 <= res1;
            out2 <= res2;
        end
    end
endmodule
module coproc #(parameter WIDTH = 16) (
    input clk,     
    input rst_n,   
    input signed [WIDTH-1:0] a1, a2, b1, b2,
    input muldiv, is_complex,
    output logic signed [WIDTH-1:0] out1, out2
);
    reg signed [WIDTH-1:0] res1, res2; 
    always_comb begin 
        case (is_complex)
            0:  case (muldiv)
                    0:  begin   
                            res1 = a1*a2;
                            res2 = b1*b2;
                        end
                    1:  begin
                            res1 = a1/a2;
                            res2 = b1/b2;
                        end
                endcase
            1:  case (muldiv)
                    0:  begin
                            res1 = (a1*a2) - (b1*b2);  
                            res2 = (a1*b2) + (b1*a2);
                        end
                    1:  begin
                            res1 = ((a1*a2) + (b1*b2))/((a2*a2)+(b2*b2));
                            res2 = ((a2*b1) - (b2*a1))/((a2*a2)+(b2*b2));
                        end
                endcase
        endcase
    end
    always_ff @(posedge clk or negedge rst_n) begin
        if(~rst_n) begin
            {out2, out1} <= '0;
        end else begin
            out1 <= res1;
            out2 <= res2;
        end
    end
endmodule

==> insert_results.sql <==
-- flow metrics import
INSERT INTO impl_metrics (metric_group, metric, value, unit) VALUES
('final_timing', 'finalSetupViolCount', '94', ''),
('critical_path', 'worstSetupPathType', 'input pin to register', ''),
('critical_path', 'timing.critical_path.fanout_max', '12', ''),
('critical_path', 'cp_data_required_time', '1.22', 'ns'),
('drt', 'remaining_drc_errors', '0', ''),
('final_timing', 'period_used_share', '37.7', ''),
('final_timing', 'setup_slack', '-36.70', 'ns'),
('global_route', 'grt-busiest-layer', 'met2', ''),
('clock_network', 'cts-root-to-sink-buffers', '2', ''),
('clock_network', 'tritoncts.num_buffers', '9', ''),
('final_timing', 'max_transition_viols_final', '0', ''),
('clock_network', 'cts_root_buf', 'sky130_fd_sc_hd__clkbuf_16', ''),
('yosys', 'synthesis.area', '46800', 'um^2'),
('yosys', 'edf_count', '0', ''),
('finish', 'proportion_of_layout_cells_with_a_drive_suffix_above_1', '0.314', ''),
('final_timing', 'whs', '-0.162', 'ns'),
('run_status', 'failed_checks', 'hold timing, setup timing', ''),
('final_timing', 'grt_setup_unrepaired', 'true', ''),
('drt', 'routed-via-count', '47613', ''),
('floorplanning', 'die_x', '344', 'um'),
('yosys', 'yosysSeqAreaShare', '0.0342', ''),
('final_timing', 'final.setup.tns', '-1208.28', 'ns'),
('critical_path', 'cp-start-kind', 'input pin', ''),
('yosys', 'post-synth-top-area-fraction', '0.206', ''),
('drt', 'drt-initial-drc-count', '2425', ''),
('run_status', 'outcome', 'finished with violations', ''),
('floorplanning', 'die_height', '344', 'um'),
('placed_design', 'placement.cell_area', '62200', 'um^2'),
('global_route', 'grt_pass1_wl', '275', 'mm'),
('yosys', 'average_cell_area_after_synthesis', '7.71', 'um^2'),
('yosys', 'synthesis.instances', '6074', ''),
('yosys', 'async_flop_share', '1.00', ''),
('global_route', 'grt_pass1_vias', '47205', ''),
('floorplanning', 'fp.coreArea', '116000', 'um^2'),
('drt', 'ant_nets', '0', ''),
('clock_network', 'clock_input_transition_at_the_sequential_cells_of_the_worst_setup_and_hold_paths', '0.07', 'ns'),
('flow_run', 'warning_count', '70', ''),
('finish', 'final_design_area_no_fill', '65800', 'um^2'),
('finish', 'utilization', '0.567', ''),
('flow_run', 'cap_violations', '0', ''),
('yosys', 'top_cells_by_area', 'sky130_fd_sc_hd__fa_1, sky130_fd_sc_hd__ha_1, sky130_fd_sc_hd__inv_1, sky130_fd_sc_hd__xnor2_1, sky130_fd_sc_hd__nand2_1', ''),
('global_route', 'met3_layer_usage_reported_by_global_route', '0.0924', ''),
('global_route', 'met2_usage', '0.489', ''),
('yosys', 'yosys_area', '46800', 'um^2'),
('final_timing', 'layout_min_cycle_time', '37.70', 'ns'),
('placed_design', 'numPortBuffers', '100', ''),
('floorplanning', 'fp-utilization', '0.403', ''),
('critical_path', 'critical_path.most_common_cell', 'sky130_fd_sc_hd__o21a_1', ''),
('placed_design', 'place_congestion', '1.08', ''),
('global_route', 'antenna_violations_before_repair', '5', ''),
('critical_path', 'worst_path_largest_cell_delay', '0.58', 'ns'),
('final_timing', 'maxClockFrequency', '0.0265', 'GHz'),
('final_timing', 'worst_pin_slew', '0.727', 'ns'),
('yosys', 'yosysMostFrequentCell', 'sky130_fd_sc_hd__inv_1', ''),
('critical_path', 'worst_setup_path_end_kind', 'register', ''),
('drt', 'routed_wire_length', '181', 'mm'),
('clock_network', 'cts_htree_levels', '3', ''),
('final_timing', 'timing_hold_violations_final', '64', ''),
('yosys', 'yosysTopAreaCell', 'sky130_fd_sc_hd__fa_1', ''),
('placed_design', 'place.detailed.hpwl', '151', 'mm'),
('yosys', 'yosys_register_bits', '64', ''),
('finish', 'flow.area_growth_from_synthesis', '40.6', '%'),
('yosys', 'synth_top_flop_cell', 'sky130_fd_sc_hd__dfrtp_1', ''),
('floorplanning', 'placement_rows', '125', '');
-- layout make-up --
cell class                      count  area (um^2)
Antenna cell                        4         10.0
Clock buffer                        9          225
Clock inverter                      6         37.5
Fill cell                       10183        50400
Inverter                          945         3600
Multi-Input combinational cell   4811        43100
Sequential cell                    64         1600
Tap cell                         1524         1910
Timing Repair Buffer             1885        15300
-- metal layers --
metal / vias to the layer above / share of wire
met2: 1434 / 0.44
met4: 10 / 0.036
met5: - / 0.00079
met1: 22582 / 0.44
met3: 276 / 0.090
li1: 23311 / -
-- stage by stage --
stage                     instances  worst slack, ns
after detailed placement       9089           -39.30
after floorplan                6074           -36.25
after global routing           9245           -38.65
final                          9248           -36.70
after global placement         9089           -39.40
after CTS                      9146           -36.88
-- worst max-delay path: cells and delay by family --
family,cells,cell delay [ns]
AOI/OAI and AO/OA,125,20.53
adders and majority gates,24,8.51
and+or+nand+nor,40,5.21
buffers and inverters,16,1.73
muxes,6,1.49
xor gates and xnor gates,1,0.13
-- what timing repair did --
item / 4_1_cts / 5_1_grt
gates resized: 239 / 432
setup endpoints to repair: 96 / 96
endpoints found under the hold margin: 64 / 64
pin swaps: 89 / 205
buffers inserted: 41 / 94
gates cloned: 1 / 5
-- registers in the layout, summed over array words and instances (netlist names) --
signal    flops
ar1.out1     16
ar1.out2     16
cop.out1     16
cop.out2     16
-- final timing paths --
| path | from | to | slack, ns | cells after the start |
|---|---|---|---|---|
| max | a2[3] | cop.out2[15] | -36.70 | 212 |
| min | rst_n | cop.out2[0] | -0.16 | 2 |
| max in group asynchronous | rst_n | cop.out2[12] | 0.94 | 2 |
| min in group clk0 | a1[1] | ar1.out1[1] | 0.42 | 3 |
-- kinds of logic (layout without fill, tap and decap cells) --
family | count (synthesis) | after routing | synth area share
and+or+nand+nor | 1914 | 1914 | 0.197
xor gates and xnor gates | 437 | 437 | 0.0840
DFF | 64 | 64 | 0.0342
buffers and inverters | 1199 | 2845 | 0.0971
other | 0 | 4 | 0
muxes | 130 | 130 | 0.0304
AOI/OAI and AO/OA | 1126 | 1126 | 0.159
adders and majority gates | 1204 | 1204 | 0.399
-- cell usage in the layout (no fill, tap or decap), types with 39 or more instances in the layout --
| master | Yosys | routed |
|---|---|---|
| sky130_fd_sc_hd__buf_4 | 0 | 1669 |
| sky130_fd_sc_hd__inv_1 | 935 | 915 |
| sky130_fd_sc_hd__ha_1 | 723 | 681 |
| sky130_fd_sc_hd__nand2_1 | 629 | 614 |
| sky130_fd_sc_hd__fa_1 | 481 | 467 |
| sky130_fd_sc_hd__nor2_1 | 428 | 395 |
| sky130_fd_sc_hd__xnor2_1 | 328 | 311 |
| sky130_fd_sc_hd__and2_1 | 316 | 295 |
| sky130_fd_sc_hd__a21oi_1 | 281 | 226 |
| sky130_fd_sc_hd__nor3_1 | 156 | 147 |
| sky130_fd_sc_hd__o21ai_0 | 217 | 141 |
| sky130_fd_sc_hd__o21a_1 | 141 | 139 |
| sky130_fd_sc_hd__xor2_1 | 100 | 93 |
| sky130_fd_sc_hd__a21o_1 | 89 | 88 |
| sky130_fd_sc_hd__dfrtp_1 | 64 | 64 |
| sky130_fd_sc_hd__buf_6 | 3 | 64 |
| sky130_fd_sc_hd__nand3_1 | 68 | 63 |
| sky130_fd_sc_hd__nand2b_1 | 61 | 58 |
| sky130_fd_sc_hd__mux2_2 | 86 | 57 |
| sky130_fd_sc_hd__buf_12 | 0 | 53 |
| sky130_fd_sc_hd__a21oi_2 | 0 | 46 |
| sky130_fd_sc_hd__or3_1 | 45 | 45 |
| sky130_fd_sc_hd__o21ai_2 | 1 | 42 |
| sky130_fd_sc_hd__o21ai_1 | 14 | 41 |
| sky130_fd_sc_hd__nor2b_1 | 46 | 40 |
| sky130_fd_sc_hd__ha_4 | 0 | 39 |
